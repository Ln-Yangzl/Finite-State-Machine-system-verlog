## flow/design.v

```verilog
typedef enum logic [1:0] {
     GREEN_RED, YELLOW_RED, RED_GREEN, RED_YELLOW 
} state_t;
module lab6 (
    input logic clk, resetn ,en,
    output logic[5:0][3:0] raw_segs,
    input logic sensor,
    output logic[1:0] red, yellow, green
);
    logic [5:0] second, minute, houre;
    digit_clk dc(.clk, .resetn, .en, .second, .minute , .houre);
    h2d h2d1(.hex(second), .h(raw_segs[1]), .l(raw_segs[0]));
    h2d h2d2(.hex(minute), .h(raw_segs[3]), .l(raw_segs[2]));
    h2d h2d3(.hex(houre), .h(raw_segs[5]), .l(raw_segs[4]));
    traffic_light tl(.clk, .resetn, .sensor, .red, .yellow, .green);
endmodule
module mod_cnt #(
    parameter logic [30:0] N = 31'd100_000_000,
    parameter int W = 8  
)(
    input logic clk, resetn,
    input logic en,
    output logic [W-1:0] counter,
    output logic carry  
);
    logic [W-1:0]counter_nxt;
    always_ff @(posedge clk) begin
        if (~resetn) begin
            counter <= '0;
        end else if (en) begin
            counter <= counter_nxt;
        end
    end
    always_comb begin        
        if (counter == N - 1) begin
            counter_nxt = '0;
        end else begin
            counter_nxt = counter + 1;
        end
    end
    assign carry = en && (counter == N - 1);
endmodule
module digit_clk(
    input logic clk, resetn,
    input logic en,
    output logic [5:0]second,
    output logic [5:0]minute,
    output logic [5:0]houre
);
    logic [5:0]s_nxt, m_nxt, h_nxt;
    logic min_en, hor_en;
    logic clk_32hz;
    mod_cnt #(.N(2000000), .W(22)) clk_32(.clk, .resetn, .en(1'b1), .carry(clk_32hz));
    mod_cnt #(.N(60),.W(6)) s_count(.clk, .resetn, .en(clk_32hz), .counter(s_nxt), .carry(min_en));
    mod_cnt #(.N(60),.W(6)) m_count(.clk, .resetn, .en(min_en), .counter(m_nxt), .carry(hor_en));
    mod_cnt #(.N(24),.W(6)) h_count(.clk, .resetn, .en(hor_en), .counter(h_nxt));
    always_ff @(posedge clk) begin
        if (en) begin
            second <= s_nxt;
            minute <= m_nxt;
            houre <= h_nxt;
        end
    end
endmodule
module h2d(
    input logic [5:0]hex,
    output logic [3:0]h, l
);
    logic [4:0]temp;
    always_comb begin
        if(hex < 6'ha) begin
            h = '0;
            l = hex[3:0];
        end else if (hex >= 6'ha && hex < 6'h14) begin
            h = 4'h1;
            temp = hex - 10;
            l = temp[3:0];
        end else if (hex >= 6'h14 && hex < 6'h1e) begin
            h = 4'h2;
            temp = hex - 20;
            l = temp[3:0];
        end else if (hex >= 6'h1e && hex < 6'h28) begin
            h = 4'h3;
            temp = hex - 30;
            l = temp[3:0];
        end else if (hex >= 6'h28 && hex < 6'h32) begin
            h = 4'h4;
            temp = hex - 40;
            l = temp[3:0];
        end else if (hex >= 6'h32) begin
            h = 4'h5;
            temp = hex - 50;
            l = temp[3:0];
        end else begin
            h = '0;
            l = '0;
        end
    end
endmodule
module traffic_light(
    input logic clk, resetn,
    input logic sensor,
    output logic[1:0] red, yellow, green
);
    state_t state, state_nxt;
    always_ff @(posedge clk) begin
        if(~resetn) begin
            state <= state_t'('0);  
        end else if (~sensor) begin
            state <= GREEN_RED;
        end else begin
            state <= state_nxt;
        end
    end
    logic one_s, three_s;
    mod_cnt #(.N(100000000), .W(27)) one_conter(.clk, .resetn(resetn & sensor), .en(1'b1), .carry(one_s));
    mod_cnt #(.N(300000000), .W(29)) three_conter(.clk, .resetn(resetn & sensor), .en(1'b1), .carry(three_s));
    always_comb begin
            unique case (state)
                GREEN_RED: begin
                    red = 2'b01;
                    green = 2'b10;
                    yellow = 2'b00;
                    if(three_s) begin
                        state_nxt = YELLOW_RED;
                    end else begin
                        state_nxt = state;
                    end
                end
                YELLOW_RED: begin
                    red = 2'b01;
                    green = 2'b00;
                    yellow = 2'b10;
                    if(one_s) begin
                        state_nxt = RED_GREEN;
                    end else begin
                        state_nxt = state;
                    end
                end
                RED_GREEN: begin
                    red = 2'b10;
                    green = 2'b01;
                    yellow = 2'b00;
                    if(three_s) begin
                        state_nxt = RED_YELLOW;
                    end else begin
                        state_nxt = state;
                    end
                end
                RED_YELLOW: begin
                    red = 2'b10;
                    green = 2'b00;
                    yellow = 2'b01;
                    if(one_s) begin
                        state_nxt = GREEN_RED;
                    end else begin
                        state_nxt = state;
                    end
                end
                default: begin
                end
            endcase
    end
endmodule
module top (
    input logic clk, resetn,
    input logic [15:0] SW,
    output logic LED16_G, LED16_R, LED17_G, LED17_R,
    output logic [6:0]A2G,
    output logic [7:0]AN
);
    logic [10:0] counter;
    logic [7:0][6:0] segs;
    logic [7:0][3:0] raw_segs;  
    always_ff @(posedge clk) begin
        if (~resetn) begin
            counter <= '0;
        end else begin
            counter <= counter + 1;
        end
    end
    for (genvar i = 0; i < 8; i++) begin
        seg7 seg7_inst (.in(raw_segs[i]), .out(segs[i]));
    end
    assign A2G = segs[counter[10:8]];
    assign AN[7:0] = ~({7'b0, resetn} << counter[10:8]);
    logic [1:0] red, yellow, green;  
    assign LED16_G = green[0] | yellow[0];
    assign LED16_R = red[0] | yellow[0];
    assign LED17_G = green[1] | yellow[1];
    assign LED17_R = red[1] | yellow[1];
    lab6 lab6_mod(.clk, .resetn, .en(SW[0]), .raw_segs(raw_segs[5:0]), .sensor(SW[1]), .red, .yellow, .green);
endmodule
module seg7 (
    input logic [3:0]in,
    output logic [6:0]out
);
    always_comb begin
        unique case(in)
            4'h0: out = 7'b1000000;
            4'h1: out = 7'b1111001;
            4'h2: out = 7'b0100100;
            4'h3: out = 7'b0110000;
            4'h4: out = 7'b0011001;
            4'h5: out = 7'b0010010;
            4'h6: out = 7'b0000010;
            4'h7: out = 7'b1111000;
            4'h8: out = 7'b0000000;
            4'h9: out = 7'b0010000;
            4'hA: out = 7'b0001000;
            4'hB: out = 7'b0000011;
            4'hC: out = 7'b1000110;
            4'hD: out = 7'b0100001;
            4'hE: out = 7'b0000110;
            4'hF: out = 7'b0001110;
            default: out = 7'b1000000;
        endcase
    end
endmodule
```

## flow/run.sh

```bash
#!/bin/bash
# OpenROAD 26Q1-2900-gdf79404cd8, Yosys 0.63+post, stock flow scripts
make -C /OpenROAD-flow-scripts/flow DESIGN_CONFIG=/design/flow/config.mk WORK_HOME=/design/flow/orfs finish
```

## flow/config.mk

```make
export PLATFORM = sky130hd
export DESIGN_NAME = top
export DESIGN_NICKNAME = top
export VERILOG_FILES = /design/flow/design.v
export SDC_FILE = /design/flow/constraint.sdc
export NUM_CORES = 4
export LEC_CHECK = 1
export CORE_UTILIZATION = 40
export SYNTH_HDL_FRONTEND = slang
```

## flow/constraint.sdc

```tcl
current_design top

set clk_period 6.2
set clk_io_pct 0.2

create_clock -name clk0 -period $clk_period [get_ports {clk}]

set non_clock_inputs [all_inputs -no_clocks]
set_input_delay [expr $clk_period * $clk_io_pct] -clock clk0 $non_clock_inputs
set_output_delay [expr $clk_period * $clk_io_pct] -clock clk0 [all_outputs]
```

==> datasheet_impl.txt <==
Summary of implementation characteristics

Parameter                              Value

Outcome
  Status    completed

Power and ir drop
  Leakage power figure    3.41 nW
  Gate power share    0.084
  Switch share    0.235
  Power share of the sequential group    0.439
  Pwr Density    between 200 and 250 mW/mm2
  Internal power of the cells    1.52 mW
  Clk pwr share    0.476
  Worst VDD drop    about 0.00019 V
  Overall power after layout    around 2.0 mW
  Net Switching    between 0.4 and 0.5 mW

Place
  Place WS    roughly 0.78 ns
  HPWL Detailed    11500 um
  Cells after DPL    1240
  Routability Congestion    0.885
  Placed cell area    0.00867 mm2
  Port Buffers    22

STA
  Setup Viol. Count Final    0
  Final worst slack    0.480 ns
  Period utilisation layout    0.923
  Setup repair after global routing missed its margin    no
  Final hold viol count    0
  Slew margin rel.    0.452
  Max-slew violation total from the final report    0
  Post-route setup TNS    0 ns
  Worst-Margin Slew    roughly 0.82 ns
  Hold Worst Slack    0.447 ns
  Min Clock Period, post-route    approximately 5.7 ns
  Top achievable clock speed    175 MHz
  Setup clock skew after layout    0.00567 ns

Critical path
  Path length in cells of the critical path    13
  Buffer-and-inverter tally for the worst setup path    4
  Critical path's top delay family    buffers and inverters
  Slack of the worst reg-to-reg path    ~3.6 ns
  Data arrival time of the worst path    around 4.5 ns
  Critical path startpoint category    flop
  Worst Path Class, Setup    reg2out
  Slowest-stage cell, CP    sky130_fd_sc_hd__edfxtp_1
  CP endpoint kind    output port
  CP cell instances    inv_1, ha_1, inv_1, o2111ai_1, o221a_2, xnor2_1, inv_1, ha_1, or3b_1, nor3b_2, a211oi_1, or4_1, clkdlybuf4s50_1
  Length in cells of the worst reg-to-reg path    9
  Cell occurring most often along the worst timing path    sky130_fd_sc_hd__inv_1
  CP Data Required Time    4.96 ns
  Largest stage delay on the critical path    0.58 ns
  Maximum net fanout on the critical path    11

Global routing
  Initial antenna violation count    0
  GRT Resource Usage Total    0.159
  Total congestion overflow    0
  Pin count of the biggest net entering global routing    between 40 and 50
  Vias in the first global route    6044
  Wire length of the first global-routing pass    between 20000 and 30000 um

Logic synthesis
  Part of the Yosys area used for sequential elements    0.335
  Main logic family after synthesis    simple AND/OR/NAND/NOR gates
  Average cell area after synthesis    8.41 um2
  Area fraction in compound gates after synthesis    0.167
  Synthesized-area fraction occupied by adder cells    0.0972
  Yosys warning tally    8
  Synth Flop Type    sky130_fd_sc_hd__dfxtp_1
  Top post-synthesis cells by area    sky130_fd_sc_hd__dfxtp_1 (27%), sky130_fd_sc_hd__ha_1 (9.7%), sky130_fd_sc_hd__edfxtp_1 (6.6%)
  FFs w/ async S/R, synth    0
  Xor/xnor share    0.0915
  Simple-gate area share of the yosys netlist    0.257
  Netlist area before placement    0.00824 mm2
  Yosys top cell by area    sky130_fd_sc_hd__dfxtp_1
  Instance tally after logic synthesis    979
  Top cell type's share of synthesized area    0.270
  EDFF count, synth    18
  Synthesized registers    129
  Number of different library cells in the post-synthesis netlist    81
  Count of instantiated cells in the yosys netlist    just under 1000
  Total cell area reported by yosys after synthesis    0.00824 mm2
  Multiplexer share    0.0123

Clocking
  Number of setup buffers added after CTS    0
  Clk pin slew, worst setup/hold paths    0.06 ns
  Clock tree from TritonCTS    done
  CTS Buffer Depth    2
  Number of resized instances in the post-cts repair step    0
  Clock root cell    sky130_fd_sc_hd__clkbuf_16
  Sink count of the clock tree    129
  Quantity of hold-fixing buffers added after cts    0
  CTS buffer count    17
  Clk ins delay skew pair    0.40 ns
  H-tree levels    4

Drt
  Overall via count from detail_route    between 6000 and 7000
  Number of remaining DRC errors    0
  Final wirelength    16200 um
  Post-detailed-route count of antenna-violating nets    0
  1st-pass router iterations    4
  Via-to-Cell Ratio    5.18
  First-iteration detailed-routing DRC count    282
  Average wire per cell in the routed design    roughly 13 um
  Antenna diode instance count    0

Finish
  Area used by multi-input combinational logic    about 0.0051 mm2
  Dominant logic cell types in the final layout    sky130_fd_sc_hd__nor2_1 (122), sky130_fd_sc_hd__dfxtp_1 (111), sky130_fd_sc_hd__nand2_1 (84)
  Post-route cell area    0.00924 mm2
  Finished Layout Cells    1272
  Fill cell instance count of the final layout    a little under 2000
  Most common cell after layout, fill and taps aside    sky130_fd_sc_hd__nor2_1
  Layout Area Growth over Synthesis    12.2%
  Ratio of cells with drive above 1 in the final layout    0.0609
  Total area of sequential cells    0.00276 mm2
  Fin util    0.457

Job
  Number of warning messages in the logs    83
  Max-cap violations    0

Die
  Row count    52
  I/O Pins    37
  Die height    about 150 um
  FP Util    0.407
  Floorplan die width    145 um
  Die Area    ~0.021 mm2
  Core box area    0.0202 mm2

Worst hold path
  Type of the most critical hold path    reg2reg
  Cell depth of the worst min-delay path    1
-- cell type report --
| class | instances | area share |
|---|---|---|
| Multi-Input combinational cell | 771 | 0.557 |
| Sequential cell | 129 | 0.299 |
| Inverter | 42 | 0.0171 |
| Tap cell | 270 | 0.0366 |
| Timing Repair Buffer | 28 | 0.0287 |
| Clock buffer | 18 | 0.0464 |
| Clock inverter | 14 | 0.0152 |
-- metal layers --
metal  vias up  global-route usage  wire (um)
li1       3503                   -          -
met1      2985               0.244       8380
met2        93               0.252       7220
met3        14              0.0208        455
met4         0              0.0211        157
met5         -                   0          0
-- cells by family (layout without fill, tap and decap cells) --
kind of cell / after synthesis / in the layout
compound gates: 188 / 188
xor+xnor: 86 / 86
fa+ha+maj: 64 / 64
buf+inv: 79 / 102
flops: 129 / 129
mux: 10 / 10
simple gates: 423 / 423
-- path summary, 6_finish.rpt --
kind,from,to
max,lab6_mod.dc.houre[3],A2G[5]
min,lab6_mod.tl.three_conter.counter[0],lab6_mod.tl.three_conter.counter[0]
max reg2reg,lab6_mod.dc.clk_32.counter[0],lab6_mod.dc.h_count.counter[3]
min reg2reg,lab6_mod.tl.three_conter.counter[0],lab6_mod.tl.three_conter.counter[0]
-- power groups by stage --
stage         Sequential (mW)  Combinational, mW  Clock, mW
global route            0.871              0.189       1.01
finish                  0.870              0.167      0.944
CTS                     0.870              0.166      0.972
-- state kept, by name (all words and copies together), names as in the netlist --
name and cells:
lab6_mod.dc.h_count.counter 6, counter 11, lab6_mod.dc.m_count.counter 6, lab6_mod.dc.second 6
lab6_mod.dc.s_count.counter 6, lab6_mod.tl.three_conter.counter 29, lab6_mod.dc.clk_32.counter 22, lab6_mod.dc.minute 6
lab6_mod.tl.state 4, lab6_mod.dc.houre 6, lab6_mod.tl.one_conter.counter 27
-- Yosys cell counts (4+ instances only) --
cell,n
sky130_fd_sc_hd__nor2_1,122
sky130_fd_sc_hd__dfxtp_1,111
sky130_fd_sc_hd__nand2_1,84
sky130_fd_sc_hd__ha_1,64
sky130_fd_sc_hd__nand3_1,58
sky130_fd_sc_hd__xor2_1,50
sky130_fd_sc_hd__inv_1,42
sky130_fd_sc_hd__a21oi_1,41
sky130_fd_sc_hd__o21ai_0,39
sky130_fd_sc_hd__xnor2_1,36
sky130_fd_sc_hd__clkbuf_1,25
sky130_fd_sc_hd__and2_1,20
sky130_fd_sc_hd__nand4_1,19
sky130_fd_sc_hd__and3_1,18
sky130_fd_sc_hd__edfxtp_1,18
sky130_fd_sc_hd__nor3_1,18
sky130_fd_sc_hd__or3_1,18
sky130_fd_sc_hd__o211ai_1,15
sky130_fd_sc_hd__nand2b_1,10
sky130_fd_sc_hd__nor2b_1,10
sky130_fd_sc_hd__mux2i_1,9
sky130_fd_sc_hd__a211oi_1,8
sky130_fd_sc_hd__buf_2,8
sky130_fd_sc_hd__nor3b_1,8
sky130_fd_sc_hd__or2_1,7
sky130_fd_sc_hd__a21o_1,6
sky130_fd_sc_hd__nor4_1,6
sky130_fd_sc_hd__a211o_1,5
sky130_fd_sc_hd__a21boi_0,4
sky130_fd_sc_hd__nand3b_1,4
sky130_fd_sc_hd__o2111ai_1,4
sky130_fd_sc_hd__o21a_1,4
sky130_fd_sc_hd__o221ai_1,4
sky130_fd_sc_hd__o32ai_1,4
Power figures rest on the tool's default switching activity, not on a simulated workload.
